==> flow/design.v <==
module lab7 (Z_BAR, state,  clk, X, reset);
   output Z_BAR;
   input wire clk, reset, X;
   output wire [0:2] state;
   parameter S0 = 3'b001, S1 = 3'b101, S2 = 3'b111;
   parameter S3 = 3'b010, S4 = 3'b011, S5 = 3'b000;
   parameter GND=1'b 0, VCC=1'b 1, DC=1'b 0, TR=1'b 1;
   wire  TA, TB, TC, QA, QA_BAR, QB, QB_BAR, QC, QC_BAR, I1;
   sn7486 xor_gates(QA, X, TA, QA, QB, TB, GND, TC, QC, I1, , DC, DC, VCC);
   sn7432 or_gates(X, QB_BAR, I1, X, QC, Z_BAR, GND, , DC, DC, , DC, DC, VCC);
   sn7476 jkff1(clk, TR, reset, TA, VCC, clk, TR, reset, TB, QB_BAR, QB, TB, GND, QA_BAR, QA, TA);
   sn7476 jkff2(clk, reset, TR, TC, VCC, DC, DC, DC, DC, , , DC, GND, QC_BAR, QC, TC);
   assign state[0]=QA;
   assign state[1]=QB;
   assign state[2]=QC;
endmodule
module sn7432 (P1, P2, P3, P4, P5, P6, P7, P8, P9, P10, P11, P12, P13, P14); 
   output P3, P6, P8, P11;
   input P1, P2, P4, P5, P7, P9, P10, P12, P13, P14;
   reg P3, P6, P8, P11;
   always @(P1, P2, P7, P14) begin
      if ((P14 == 1'b 1) && (P7 == 1'b 0)) begin
         P3 = P1 | P2;
      end  
   end
   always @(P4, P5, P7, P14) begin
      if ((P14 == 1'b 1) && (P7 == 1'b 0)) begin
         P6 = P4 | P5;
      end  
   end
   always @(P7, P9, P10, P14) begin
      if ((P14 == 1'b 1) && (P7 == 1'b 0)) begin
         P8 = P9 | P10;
      end  
   end
   always @(P7, P12, P13, P14) begin
      if ((P14 == 1'b 1) && (P7 == 1'b 0)) begin
         P11 = P12 | P13;
      end  
   end
endmodule
module sn7476 (P1, P2, P3, P4, P5, P6, P7, P8, P9, P10, P11, P12, P13, P14, P15, P16); 
   output reg P10, P11, P14, P15;
   input P1, P2, P3, P4, P5, P6, P7, P8, P9, P12, P13, P16;
   reg master1, master2;
   always @ (P2, P3, P1, P4, P16) begin
      if ((P5 == 1'b 1) && (P13 == 1'b 0)) begin
         if (P2 == 1'b 0) begin  
            P15<=1'b 1;
            P14<=1'b 0;
            master1<=1;
         end else if (P3 == 1'b 0) begin  
            P15<=1'b 0;
            P14<=1'b 1;
            master1<=0;
         end else if (P1 == 1'b 1) begin  
            if ((P16 == 1'b 1) && (P4 == 1'b 0)) 
               master1<=0;
            else if  ((P16 == 1'b 0) && (P4 == 1'b 1)) 
               master1<=1;
            else if ((P16 == 1'b 1) && (P4 == 1'b 1)) 
               master1<=P14;
         end else begin
            P15<=master1;
            P14<=~master1;
         end
      end
   end
   always @ (P7, P8, P6, P9, P12) begin
      if ((P5 == 1'b 1) && (P13 == 1'b 0)) begin
         if (P7 == 1'b 0) begin  
            P11<=1'b 1;
            P10<=1'b 0;
            master2<=1;
         end else if (P8 == 1'b 0) begin  
            P11<=1'b 0;
            P10<=1'b 1;
            master2<=0;
         end else if (P6 == 1'b 1) begin  
            if ((P12 == 1'b 1) && (P9 == 1'b 0)) 
               master2<=0;
            else if  ((P12 == 1'b 0) && (P9 == 1'b 1))
               master2<=1;
            else if ((P12 == 1'b 1) && (P9 == 1'b 1)) 
               master2<=P10;
         end else begin
            P11<=master2;
            P10<=~master2;
         end
      end
   end
endmodule
module sn7486 (P1, P2, P3, P4, P5, P6, P7, P8, P9, P10, P11, P12, P13, P14); 
   output P3, P6, P8, P11;
   input P1, P2, P4, P5, P7, P9, P10, P12, P13, P14;
   reg P3, P6, P8, P11;
   always @(P1, P2, P7, P14) begin
      if ((P14 == 1'b 1) && (P7 == 1'b 0)) begin
         P3 = P1 ^ P2;
      end  
   end
   always @(P4, P5, P7, P14) begin
      if ((P14 == 1'b 1) && (P7 == 1'b 0)) begin
         P6 = P4 ^ P5;
      end  
   end
   always @(P7, P9, P10, P14) begin
      if ((P14 == 1'b 1) && (P7 == 1'b 0)) begin
         P8 = P9 ^ P10;
      end  
   end
   always @(P7, P12, P13, P14) begin
      if ((P14 == 1'b 1) && (P7 == 1'b 0)) begin
         P11 = P12 ^ P13;
      end  
   end
endmodule
==> flow/run.sh <==
#!/bin/bash
# OpenROAD 26Q1-2900-gdf79404cd8, Yosys 0.63+post, stock flow scripts
make -C /OpenROAD-flow-scripts/flow DESIGN_CONFIG=/design/flow/config.mk WORK_HOME=/design/flow/orfs finish
==> flow/config.mk <==
export PLATFORM = sky130hd
export DESIGN_NAME = lab7
export DESIGN_NICKNAME = lab7
export VERILOG_FILES = /design/flow/design.v
export SDC_FILE = /design/flow/constraint.sdc
export NUM_CORES = 4
export LEC_CHECK = 1
export CORE_AREA = 10 10 70 70
export DIE_AREA = 0 0 80 80
==> flow/constraint.sdc <==
current_design lab7

set clk_period 1.0
set clk_io_pct 0.2

create_clock -name clk0 -period $clk_period

set non_clock_inputs [all_inputs -no_clocks]
set_input_delay [expr $clk_period * $clk_io_pct] -clock clk0 $non_clock_inputs
set_output_delay [expr $clk_period * $clk_io_pct] -clock clk0 [all_outputs]
==> summary.txt <==
fresh numbers from the pnr run: hold_ws=0.783 ns, count of unclocked register or latch pins=9, Slew Viols, Final=0, chip area=6400 sq um, Tot GR Track Use=0.0137, outcome=finished, final reports clean, Dominant cell area share=0.514, worst vdd ir=0.0000266 V, DRT iter0 DRCs=16, Pwr Total=62.2 uW, Relative slew margins=0.830, PortBufs=7, max-cap check violation count=0, vias in the first global route=164, tool warning count=32, fmax=1.04 GHz, CP Class=in2out, Yosys reg bits=9, Std-Cell Rows=21, routed vias/inst=2.30, drt wl/cell=5.83 um, Synth Flop Type=dlxtn_1, ant diodes=0, CP arrival=0.76 ns, Post-DP Area=375 sq um, Layout area overhead=40.5%, top cells by count=dlxtn_1 (9), and2_1 (3), buf_4 (3), inv_1 (3), Logic area=90.1 sq um, Final HPWL DP=411 um, Hold Vio Cnt, Final=0, GR Overflow Total=0, top-count cell post-synth=dlxtn_1, Power Dens Cells=169 nW/um^2, FP Util=0.0769, # IOs=7, synth warn=9, yosys synthesis chip area=263 sq um, Final Cell Area=369 sq um, Post-CTS Setup Inserts=0, first-pass iteration count of the detailed router=2, Placer Congestion=0.738, CP Max Fanout=2, Die H=80 um, kind of start point of the critical path=input pin, maximum number of pins on one net before global-route repair=9, ratio of cells with drive above 1 in the final layout=0.0833, Final Cycle Share=0.962, Final Core Density=0.108, setup violators final=0, Post-Synthesis Cells=31, Worst setup EP type=primary output, Leak Pwr=0.170 nW, dpl ws=-0.457 ns, Netlist cell types=13, Post-synth ARST share=0, final setup margin=0.0376 ns, critical path required time=0.80 ns, first-pass GRT wire length=738 um, Hold/Removal Path Class=in2out, sequential cell area=135 sq um, Placed Cells=82, cells in synth_stat.txt=31, top cells, area=dlxtn_1 (51%), buf_4 (8.6%), and2_1 (7.1%), # DRC=0, Total Wirelength=478 um, number of fill cells=398, Mean Syn Cell Area=8.48 sq um, measured slew at the worst slew-check pin=0.254 ns, number of enable flip-flop cells=0, total number of vias=189, chip width=80 um, RSZ-0062 raised after global routing=no, area leader, netlist=dlxtn_1, initial antenna violation count=0, Total Neg Setup Slack=0 ns, Core Area=3420 sq um, ANT nets after route=0, count of endpoints without a timing constraint=12, mapped cell area=263 sq um, crit path time final=0.962 ns, fin cells=82
cells in the final DEF (no fill, tap or decap), drive strengths merged:
| cell | netlist | routed |
|---|---|---|
| buf | 3 | 2 |
| or3 | 1 | 1 |
| dlygate4sd2 | 0 | 1 |
| nand2 | 2 | 2 |
| xor2 | 2 | 2 |
| o21ai | 1 | 1 |
| a31oi | 1 | 1 |
| nand2b | 2 | 2 |
| a21oi | 2 | 2 |
| and2 | 3 | 3 |
| or2 | 1 | 1 |
| clkdlybuf4s50 | 0 | 5 |
| dlxtn | 9 | 9 |
| inv | 4 | 4 |
routing by layer:
metal | GRT usage | up-vias | wire length (um)
li1 | - | 102 | -
met1 | 0.0167 | 84 | 214
met2 | 0.0257 | 3 | 228
met3 | 0.00227 | 0 | 35
met4 | 0 | 0 | 0
met5 | 0 | - | 0
area by class of cell:
| class | count | share of cell area |
|---|---|---|
| sequential | 9 | 0.366 |
| multi-input combinational | 15 | 0.244 |
| timing repair buffer | 8 | 0.193 |
| tap | 46 | 0.156 |
| inverter | 4 | 0.0407 |
path summary, 6_finish.rpt:
path | from | endpoint | slack [ns] | cells after the start
setup / recovery | X | Z_BAR | 0.04 | 3
hold / removal | X | Z_BAR | 0.78 | 3
critical path: stages:
cell and delay [ns]:
dlygate4sd2_1 0.24, or2_1 0.22, buf_2 0.11
what timing repair did:
item,in CTS,in global routing
hold buffers,0,0
resized,4,0
setup endpoints to repair,1,0
report_power, final:
part	leakage [nW]	switching [mW]	internal, mW	total (mW)
Sequential	0.0728	0.00151	0.0197	0.0212
Combinational	0.0976	0.0192	0.0218	0.0410
Clock	0	0	0	0
flip-flops by register name, summed over array words and instances (netlist names):
signal and flops:
jkff2.P14 1, jkff1.P11 1, jkff2.P15 1, jkff1.P10 1, jkff1.P14 1, jkff1.P15 1, jkff1.master2 1, jkff2.master1 1
jkff1.master1 1
cell families after synthesis:
group | count (synthesis) | share of synthesized area
AND/OR/NAND/NOR | 9 | 0.195
latches | 9 | 0.514
buffers and inverters | 7 | 0.143
AND-OR/OR-AND | 4 | 0.0810
XOR/XNOR | 2 | 0.0667
Power is estimated from default activity; no workload was simulated.
