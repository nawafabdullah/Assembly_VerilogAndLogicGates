File: design/flow/run.sh
#!/bin/bash
# OpenROAD 26Q1-2900-gdf79404cd8, Yosys 0.63+post, stock flow scripts
make -C /OpenROAD-flow-scripts/flow DESIGN_CONFIG=/design/flow/config.mk WORK_HOME=/design/flow/orfs finish
File: design/flow/config.mk
export PLATFORM = sky130hd
export DESIGN_NAME = lab4
export DESIGN_NICKNAME = lab4
export VERILOG_FILES = /design/flow/design.v
export SDC_FILE = /design/flow/constraint.sdc
export NUM_CORES = 4
export LEC_CHECK = 1
export CORE_AREA = 10 10 70 70
export DIE_AREA = 0 0 80 80
File: design/flow/constraint.sdc
current_design lab4

set clk_period 1.0
set clk_io_pct 0.2

create_clock -name clk0 -period $clk_period

set non_clock_inputs [all_inputs -no_clocks]
set_input_delay [expr $clk_period * $clk_io_pct] -clock clk0 $non_clock_inputs
set_output_delay [expr $clk_period * $clk_io_pct] -clock clk0 [all_outputs]
File: design/flow/design.v
module lab4 (w, x, y, z, a, b, c, d, e, f, g, dp); 
   output a, b, c, d, e, f, g, dp;
   input w, x, y, z;
   parameter GND=1'b 0, VCC=1'b 1, DC=1'b 0;
   reg dp=0, G1_BAR=0, G2_BAR=0;
   wire  D0_BAR, D1_BAR, D2_BAR, D3_BAR, D4_BAR, D5_BAR, D6_BAR, D7_BAR, D8_BAR, D9_BAR, D10_BAR, D11_BAR, D12_BAR, D13_BAR, D14_BAR, D15_BAR;
   wire  I1,I2,I3;
   sn74154 decoder(D0_BAR, D1_BAR, D2_BAR, D3_BAR, D4_BAR, D5_BAR, D6_BAR, D7_BAR, D8_BAR, D9_BAR, D10_BAR, GND, D11_BAR, D12_BAR, D13_BAR, D14_BAR, D15_BAR, G1_BAR, G2_BAR, w, x, y, z, VCC);
   sn7408 and_gate(D2_BAR, I1, f, D5_BAR, D6_BAR, b, GND, e, I3, I1, g, I2, D0_BAR, VCC);
   sn7408 and1_gate(D1_BAR, D4_BAR, a, D1_BAR, D7_BAR, I2, GND, d, I2, D4_BAR, I1, I2, D3_BAR, VCC);
   sn7411 three_input_and_gate(D4_BAR, D5_BAR, DC, DC, DC, , GND, , DC, DC, DC, I3, D9_BAR, VCC);
   assign c = D2_BAR;
endmodule
module sn7408 (P1, P2, P3, P4, P5, P6, P7, P8, P9, P10, P11, P12, P13, P14); 
   output P3, P6, P8, P11;
   input P1, P2, P4, P5, P7, P9, P10, P12, P13, P14;
   reg P3, P6, P8, P11;
   always @(P1, P2, P7, P14) begin
      if ((P14 == 1'b 1) && (P7 == 1'b 0)) begin
         P3 = P1 & P2;
      end  
   end
   always @(P4, P5, P7, P14) begin
      if ((P14 == 1'b 1) && (P7 == 1'b 0)) begin
         P6 = P4 & P5;
      end  
   end
   always @(P7, P9, P10, P14) begin
      if ((P14 == 1'b 1) && (P7 == 1'b 0)) begin
         P8 = P9 & P10;
      end  
   end
   always @(P7, P12, P13, P14) begin
      if ((P14 == 1'b 1) && (P7 == 1'b 0)) begin
         P11 = P12 & P13;
      end  
   end
endmodule
module sn7411 (P1, P2, P3, P4, P5, P6, P7, P8, P9, P10, P11, P12, P13, P14); 
   output P6, P8, P12;
   input P1, P2, P3, P4, P5, P7, P9, P10, P11, P13, P14;
   reg P6, P8, P12;
   always @(P3, P4, P5, P7, P14) begin
      if ((P14 == 1'b 1) && (P7 == 1'b 0)) begin
         P6 = P3 & P4 & P5;
      end  
   end
   always @(P7, P9, P10, P11, P14) begin
      if ((P14 == 1'b 1) && (P7 == 1'b 0)) begin
         P8 = P9 & P10 & P11;
      end  
   end
   always @(P1, P2, P7, P13, P14) begin
      if ((P14 == 1'b 1) && (P7 == 1'b 0)) begin
         P12 = P1 & P2 & P13;
      end  
   end
endmodule
module sn74154 (P1,P2,P3,P4,P5,P6,P7,P8,P9,P10,P11,P12,P13,P14,P15,P16,P17,P18,P19,P20,P21,P22,P23,P24); 
   output P1, P2, P3, P4, P5, P6, P7, P8, P9, P10, P11, P13, P14, P15, P16, P17;
   input P23, P22, P21, P20, P18, P19, P12, P24;
   reg [3:0] control;
   reg [1:16] O;
   reg P1, P2, P3, P4, P5, P6, P7, P8, P9, P10, P11, P13, P14, P15, P16, P17;
   always @(P23, P22, P21, P20, P18, P19, P12, P24) begin
      if ((P24 == 1'b 1) && (P12 == 1'b 0) &&  (P18 == 1'b 0) && (P19 == 1'b 0)) begin
         control={P20, P21, P22, P23}; 
         case (control)
            4'b0000: O=16'b0111111111111111; 
            4'b0001: O=16'b1011111111111111;
            4'b0010: O=16'b1101111111111111;
            4'b0011: O=16'b1110111111111111;
            4'b0100: O=16'b1111011111111111;
            4'b0101: O=16'b1111101111111111;
            4'b0110: O=16'b1111110111111111;
            4'b0111: O=16'b1111111011111111;
            4'b1000: O=16'b1111111101111111;
            4'b1001: O=16'b1111111110111111;
            4'b1010: O=16'b1111111111011111;
            4'b1011: O=16'b1111111111101111;
            4'b1100: O=16'b1111111111110111;
            4'b1101: O=16'b1111111111111011;
            4'b1110: O=16'b1111111111111101;
            4'b1111: O=16'b1111111111111110;
         endcase 
            P1=O[1];
            P2=O[2];
            P3=O[3];
            P4=O[4];
            P5=O[5];
            P6=O[6];
            P7=O[7];
            P8=O[8];
            P9=O[9];
            P10=O[10];
            P11=O[11];
            P13=O[12];
            P14=O[13];
            P15=O[14];
            P16=O[15];
            P17=O[16]; 
      end
   end
endmodule
==> results.toml <==
# flow metrics
[run_status]
outcome = "finished, violations left"
violations = "setup timing"

[yosys]
syn_area_um2 = 134
ys_warn_count = 4
ys_chip_area_um2 = 134
top_area_share_pct = 13.1
yosys.area.top_type = "xnor2_1"
ys_seq_share_pct = 0
ys_cells = 21
syn_area_per_cell_um2 = 6.38
syn_inst = 21
synth.distinct_cells = 15
area_leaders = "xnor2_1 13%, buf_4 11%, o21bai_1 11%"

[floorplanning]
die_w_um = 80
fp.dieH_um = 80
initial_core_util_pct = 3.92
num_rows = 21
core-area_mm2 = 0.00342
ios = 12
chip_area_mm2 = 0.00640

[global_routing]
grt_pass1_wl_um = 855
grt_pass1_vias = 190
grt_start_max_net_pins = 8
grt_usage_pct = 1.57
antenna_found_initial = 0
grt_overflow_total = 0

[worst_setup_path]
cp_data_arrival_time_ns = 0.93
crit_type = "primary input to output port"
cp.required_ns = 0.80
cp_max_fo = 3
crit_start = "w"
start_kind = "primary input"
end_kind = "output port"

[layout]
postLayoutCoreUtil_pct = 9.16
n_sequential_cell = 0
drive_gt1_share_pct = 55.9
stdcell_area_um2 = 313
clkbuf_count = 0
seqCellArea_um2 = 0
syn_to_final_growth_pct = 134

[sta]
finalCritPeriodShare_pct = 113
layout_min_cycle_time_ns = 1.13
slew_viol_final = 0
fin_hold_ws_ns = 0.655
setup_viol = 3
worst_slack_ns = -0.128
setup_tns_ns = -0.264
fmax_mhz = 887
rsz0062_at_grt = "yes"
finalHoldViolCount = 0

[drt]
drtIter0Drc = 0
wl_um = 543
vias = 184
num_antenna_cells = 0
dr.pass1.iters = 1
route.detailed.drc = 0
antenna_left = 0
routedWlPerCell_um = 6.79
vias_per_cell = 2.30

[job]
cap_violations = 0
tool_warnings = 34

[power]
power_frac_clock_pct = 0
irDropWorstVdd_mv = 0.0296
p_int_uw = 67.6
p_leak_uw = 0.000131
power_frac_seq_pct = 0
p_per_area_mw_per_mm2 = 334
p_sw_share_pct = 35.2
p_sw_uw = 36.8
comb_power_share_pct = 100.0

[min_path]
hp-class = "primary input to output port"
min_from = "w"

[placement]
hpwlAfterDp_um = 454
pre_cts_ws_ns = -0.896
gp_congestion = 0.747
numPortBuffers = 11
placed_area_um2 = 305
==> critical path: stages <==
cell	delay (ns)
buf_6	0.10
or4_1	0.50
buf_2	0.13
==> repair_timing <==
item,CTS,global route
hold buffers,0,0
hold endpoints to repair,0,0
pin swaps,8,3
endpoints found under the setup margin,7,5
setup buffers,1,0
resized,54,2
==> power by group through the flow <==
stage,Sequential [uW],Clock (uW),Combinational (uW)
CTS,0,0,103
global route,0,0,118
finish,0,0,104
==> cells in the final DEF, fill, tap and decap left out, drive strengths merged <==
cell type / n
buf: 16
or3: 2
nor2: 2
o21bai: 2
xnor2: 2
inv: 2
and3: 1
or4: 1
nand2: 1
o21ai: 1
a21o: 1
a21oi: 1
o22a: 1
conb: 1
==> cells by family (layout without fill, tap and decap cells) <==
logic type / count (synthesis) / count (layout) / share of synthesized area [%]
AND/OR/NAND/NOR: 7 / 7 / 28.0
XOR/XNOR: 2 / 2 / 13.1
AND-OR/OR-AND: 6 / 6 / 30.8
buffers and inverters: 5 / 18 / 25.2
other: 1 / 1 / 2.80
==> metal layers <==
metal  share of wire (%)  global-route usage, %  vias to the layer above
li1                    -                      -                       97
met1                  43                   1.91                       79
met5                   0                      0                        -
met3                  11                  0.568                        0
met4                   0                      0                        0
met2                  45                   2.73                        8
==> stage by stage <==
| step | instances | total power (uW) |
|---|---|---|
| 6_report | 80 | 104 |
| 5_1_grt | 80 | 118 |
| 4_1_cts | 80 | 103 |
| 3_5_place_dp | 79 | 102 |
| 3_3_place_gp | 79 | 101 |
| 2_1_floorplan | 21 | 40.7 |
==> path summary, 6_finish.rpt <==
check | endpoint | slack (ns) | cells past startpoint
min | c | 0.65 | 3
max | c | -0.13 | 3
==> final cells by class <==
class | count | area [um2]
fillers | 403 | 3100
well taps | 46 | 57.6
multi-input cells | 16 | 108
inverters | 2 | 10.0
repair buffers | 16 | 138
Power is estimated from default activity; no workload was simulated.
