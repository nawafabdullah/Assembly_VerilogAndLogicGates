==> ./design.v <==
module data_path (control, IR, int_rbus, int_wbus, int_abus, Z, N, clk); 
   input wire clk;
   input wire [7:0] int_rbus;
   output wire [15:0] int_abus;
   output wire [7:0] int_wbus;
   output wire Z;
   output wire N;
   output reg [7:0] IR;
   input wire [0:22-1] control;
   reg [7:0] R0, R1, R2, R3, RN;
   reg [15:0] PC, SP, MR;
   reg [7:0] wbus, rbus, alu;
   reg [15:0] abus;
   always @(posedge clk) begin
      if (control[1] == 1'b1)
         PC <= 16'h0000;
      if (control[2] == 1'b1)
          PC <= PC + 1;
      if (control[3] == 1'b1)
         SP <= 16'hFFFA;
      if (control[4] == 1'b1)
          SP <= SP + 1;
      if (control[5] == 1'b1)
          SP <= SP - 1;
      if (control[9] == 1'b1)
          IR <= int_rbus;
      if (control[10] == 1'b1)
          R0 <= int_rbus;
      if (control[11] == 1'b1)
          R1 <= int_rbus;
      if (control[18] == 1'b1)
          R2 <= alu;
      if (control[19] == 1'b1)
          R3 <= alu;
      if (control[20] == 1'b1)
         PC <= {R1, R0};
      if (control[21] == 1'b1)
         MR <= {R1, R0};
   end
   always@(control[6], control[7], control[8], PC, SP, MR) begin
      if (control[6] == 1'b1)
          abus <= PC;
      if (control[7] == 1'b1)
          abus <= SP;
      if (control[8] == 1'b1)
          abus <= MR;
   end 
   always@(control[15], control[16], control[17], R0, R1) begin
      if (control[15] == 1'b1)
         alu <= R0 + R1;
      if (control[16] == 1'b1) begin
         RN = ~R0 + 1'b1;  
         alu <= R1 + RN;
      end
      if (control[17] == 1'b1)
         alu <= ~(R0 | R1);
   end
   always@(control[12], control[13], control[14], R0, R2, R3) begin
      if (control[12] == 1'b1)
         wbus <= R0;
      if (control[13] == 1'b1)
         wbus <= R2;
      if (control[14] == 1'b1)
         wbus <= R3;
   end
   assign Z = (R3 == 8'b00000000) ? 1'b1 : 1'b0;
   assign N = (R3[7] == 1'b1) ? 1'b1 : 1'b0;
   assign int_abus = abus;
   assign int_wbus = wbus;
endmodule
==> ./run.sh <==
#!/bin/bash
# OpenROAD 26Q1-2900-gdf79404cd8, Yosys 0.63+post, stock flow scripts
make -C /OpenROAD-flow-scripts/flow DESIGN_CONFIG=/design/flow/config.mk WORK_HOME=/design/flow/orfs finish
==> ./config.mk <==
export PLATFORM = sky130hd
export DESIGN_NAME = data_path
export DESIGN_NICKNAME = data_path
export VERILOG_FILES = /design/flow/design.v
export SDC_FILE = /design/flow/constraint.sdc
export NUM_CORES = 4
export LEC_CHECK = 1
export CORE_UTILIZATION = 50
==> ./constraint.sdc <==
current_design data_path

set clk_period 6.6
set clk_io_pct 0.2

create_clock -name clk0 -period $clk_period [get_ports {clk}]

set non_clock_inputs [all_inputs -no_clocks]
set_input_delay [expr $clk_period * $clk_io_pct] -clock clk0 $non_clock_inputs
set_output_delay [expr $clk_period * $clk_io_pct] -clock clk0 [all_outputs]
==> results.txt <==
CTS root buf -> clkbuf_16
CP top delay family -> simple AND/OR/NAND/NOR gates
RSZ-0062 raised after global routing -> no
Worst slew pin tran -> 0.876 ns
Die Area -> 11,700 sq um
Cell count listed in synth_stat.txt -> 514
Crit path max fanout -> 2
Leakage -> 2.54 nW
Largest net degree at the start of global routing -> 34
Final Hold Vio Count -> 0
Clk pin slew, worst setup/hold paths -> 0.07 ns
Endpoints left unconstrained -> 72
Total power divided by cell area -> 237 nW/um^2
Num CTS Buffers -> 9
Drt initial violations -> 261
Initial antenna violation count -> 0
CP endpoint kind -> output port
N_diodes -> 0
Clk latency late pin -> 0.34 ns
WHS -> 0.599 ns
Fin crit share -> 48.0%
Setup TNS -> 0 ns
Via/cell ratio -> 5.49
Row count -> 38
Flops out of synthesis -> 120
Drt pass-1 iters -> 5
GRT Residual Overflow -> 0
Port Buffer Count -> 63
Async SR Flop Fraction -> 0%
Critical path required time -> 5.28 ns
GRT Total Usage -> 23.1%
Worst slew margin -> 41.5%
Post-CTS resize count -> 0
# Max-Cap Violations -> 0
R2r startpoint -> SP[0]
First-pass GRT wire length -> 19,100 um
Clock Skews -> 0.00462 ns
Core area -> 10,900 sq um
Die X -> 108 um
Worst vdd ir -> 0.276 mV
Syn Inst Count -> 514
Slew Viols, Final -> 0
CP Data Arrival Time -> 1.85 ns
Hold_sp -> R1[0]
Max Root-Sink Buffers -> 2
Crit path launch -> R3[2]
Setup CP Type -> flip-flop to output port
Crit path cell chain -> or4_1 > nor2_1 > clkdlybuf4s50_1
Avg WL per Cell -> 16.8 um
Slowest stage cell on the critical path -> or4_1
Yosys top cell by area -> edfxtp_1
Detailed-route DRC error count -> 0
Number of enable flip-flop cells -> 88
Post-synth area from yosys stat -> 5650 sq um
Max Freq -> 0.315 GHz
Synth top area share -> 46.7%
Die Ht -> 108 um
Final setup vio count -> 0
Share of cells above drive strength 1 -> 5.46%
Synth Cell Area -> 5650 sq um
Synth warnings -> 1
Postcts setup bufs -> 0
Via count -> 3,888
RD Place Congestion -> 0.889
Top cells by area -> edfxtp_1 47%, dlxtn_1 8.5%, ha_1 5.8%
CTS tree -> done
Vias in the first global route -> 3,705
Minimum clock period after layout -> 3.17 ns
Post-DP HPWL -> 8650 um
Number of warnings in the stage logs -> 43
Fp util -> 51.7%
Synth-to-layout area growth -> 18.1%
WL final -> 11,900 um
Outcome -> finished, final reports clean
CTS H-tree depth -> 3
Yosys cell types -> 55
Hold Crit Class -> flip-flop to flip-flop
DRT antenna net count -> 0
Critical path buffers and inverters -> 1
Register pins left without a clock -> 32
Most used DFF post-synth -> edfxtp_1
CTS hold repair buffers -> 0
CP peak stage delay -> 0.55 ns
CP startpoint kind -> flip-flop
I/O pin count -> 65
Post-synthesis average cell area -> 11.0 sq um
## Yosys cell counts (all sizes together), types with 2 or more instances
master,count
mux2i,24
nand2b,2
o21ba,2
dlxtn,32
a22oi,9
ha,26
fa,2
nor3,11
a221oi,2
or2,3
nand3,13
inv,29
o21ai,47
and3,4
nor2,23
o22ai,4
a211oi,3
nand2,66
edfxtp,88
nor4,3
a32oi,2
a21oi,6
nand4,6
o21a,2
xnor2,22
nor2b,3
mux2,3
or3,4
o31ai,4
clkbuf,20
o2111ai,2
a21boi,2
xor2,16
o211ai,2
buf,7
or4,8
## logic make-up (layout without fill, tap and decap cells)
| logic type | after synthesis | after routing | synth area share (%) |
|---|---|---|---|
| and+or+nand+nor | 148 | 148 | 12.6 |
| AOI/OAI and AO/OA | 97 | 97 | 10.9 |
| DFF | 88 | 88 | 46.7 |
| buffers and inverters | 56 | 110 | 4.09 |
| xor gates and xnor gates | 38 | 38 | 5.89 |
| latches | 32 | 32 | 8.50 |
| adders and majority gates | 28 | 28 | 6.46 |
| muxes | 27 | 27 | 4.85 |
## worst reg2reg max path, delay by kind of cell (launching register included)
family	cells	cell delay [ns]
adder cells (fa/ha/maj)	1	0.21
AND-OR/OR-AND	2	0.30
flip-flops	1	0.52
AND/OR/NAND/NOR	2	1.10
buffers and inverters	1	0.10
## layer usage
| metal | share of wire, % | vias up | track usage [%] | wire [um] |
|---|---|---|---|---|
| met2 | 42 | 144 | 31.9 | 4950 |
| met1 | 47 | 1778 | 38.6 | 5590 |
| met4 | 3.0 | 0 | 5.31 | 359 |
| met3 | 8.5 | 16 | 7.42 | 1010 |
| li1 | - | 1950 | - | - |
| met5 | 0 | - | 0 | 0 |
## flip-flops by register name, indices dropped and copies added, names as in the netlist
name  count
R2        8
IR        8
R0        8
wbus      8
alu       8
abus     16
SP       16
R1        8
PC       16
MR       16
R3        8
## final timing paths
path | end | slack (ns) | depth (start not counted)
worst max-delay path | Z | 3.43 | 3
worst min-delay path | MR[8] | 0.60 | 0
worst max register to register | SP[12] | 4.12 | 6
worst min register to register | MR[8] | 0.60 | 0
## power breakdown
part | internal, W | switching, W | total, W
Combinational | 0.000128 | 0.000129 | 0.000257
Clock | 0.000331 | 0.000211 | 0.000543
Sequential | 0.000696 | 0.0000868 | 0.000783
Total | 0.00116 | 0.000428 | 0.00158
## placed cells by master, fill, tap and decap left out, drive strengths merged, types with 3 or more instances in the layout
| master | count |
|---|---|
| o22ai | 4 |
| xnor2 | 22 |
| clkdlybuf4s50 | 63 |
| or4 | 8 |
| nor2b | 3 |
| a211oi | 3 |
| mux2i | 24 |
| a21oi | 6 |
| inv | 30 |
| xor2 | 16 |
| nand4 | 6 |
| a22oi | 9 |
| dlxtn | 32 |
| o21ai | 47 |
| nor2 | 23 |
| o31ai | 4 |
| and3 | 4 |
| mux2 | 3 |
| nand3 | 13 |
| nor4 | 3 |
| buf | 3 |
| or2 | 3 |
| or3 | 4 |
| edfxtp | 88 |
| nor3 | 11 |
| nand2 | 66 |
| ha | 26 |
| clkbuf | 9 |
## through the flow
stage	total power, W	util (%)	cells	instance area [sq um]	worst slack [ns]
3_5_place_dp	0.00105	58.2	693	6360	3.15
2_1_floorplan	0.000950	-	514	5650	4.20
5_1_grt	0.00166	61.1	708	6680	3.33
6_report	0.00158	61.1	708	6680	3.43
4_1_cts	0.00160	61.1	708	6680	3.41
3_3_place_gp	0.00104	58.2	693	6360	3.17
## final cells by class
type | count | area [sq um]
fillers | 891 | 4260
flip-flops and latches | 120 | 3120
multi-input cells | 338 | 2300
repair buffers | 66 | 653
clock buffers | 9 | 225
well taps | 140 | 175
inverters | 29 | 109
clock inverters | 6 | 92.6
No activity file was given, so power comes from the tool's default toggle rates.
